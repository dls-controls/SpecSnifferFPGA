File: flow/run.sh
#!/bin/bash
# OpenROAD 26Q1-2900-gdf79404cd8, Yosys 0.63+post, stock flow scripts
make -C /OpenROAD-flow-scripts/flow DESIGN_CONFIG=/design/flow/config.mk WORK_HOME=/design/flow/orfs finish
File: flow/config.mk
export PLATFORM = sky130hd
export DESIGN_NAME = BMD_64_RWDMA_FSM
export DESIGN_NICKNAME = BMD_64_RWDMA_FSM
export VERILOG_FILES = /design/flow/design.v
export SDC_FILE = /design/flow/constraint.sdc
export NUM_CORES = 4
export LEC_CHECK = 1
export CORE_UTILIZATION = 30
File: flow/constraint.sdc
current_design BMD_64_RWDMA_FSM

set clk_period 26.9
set clk_io_pct 0.2

create_clock -name clk0 -period $clk_period [get_ports {clk}]

set non_clock_inputs [all_inputs -no_clocks]
set_input_delay [expr $clk_period * $clk_io_pct] -clock clk0 $non_clock_inputs
set_output_delay [expr $clk_period * $clk_io_pct] -clock clk0 [all_outputs]
File: flow/design.v
`timescale 1ns/1ns
module BMD_64_RWDMA_FSM (
    clk,
    rst_n,
    init_rst_i,
    wdma_rst_o,
    mwr_len_i,
    mwr_count_i,
    wdma_start_o,
    wdma_addr_o,
    wdma_done_i,
    wdma_irq_o,
    next_wdma_addr_i,
    next_wdma_up_addr_i,
    next_wdma_valid_i,
    wdma_start_i,
    wdma_stop_i,
    wdma_running_o,
    wdma_frame_len_i,
    timeframe_end_i,
    wdma_buf_ptr_o,
    wdma_status_o,
    cc_timeout_o
);
input           clk;
input           rst_n;
input           init_rst_i;
output          wdma_rst_o;
input  [9:0]    mwr_len_i;
input  [15:0]   mwr_count_i;
output          wdma_start_o;
output [39:0]   wdma_addr_o;
input           wdma_done_i;
output          wdma_irq_o;
input  [31:0]   next_wdma_addr_i;
input  [7:0]    next_wdma_up_addr_i;
input           next_wdma_valid_i;
input           wdma_start_i;
input           wdma_stop_i;
output          wdma_running_o;
input  [15:0]   wdma_frame_len_i;
input           timeframe_end_i;
output [15:0]   wdma_buf_ptr_o;
output [3:0]    wdma_status_o;
output          cc_timeout_o;
reg    [39:0]   wdma_addr_o;
reg             wdma_irq_o;
reg             wdma_start_o;
reg             wdma_running_o;
reg    [3:0]    wdma_status_o;
reg             timeframe_end_prev;
reg [15:0]      wdma_buf_cnt;
reg [5:0]       wdma_state;
reg [5:0]       wdma_state_prev;
wire [31:0]     wdma_frame_size  = 4 * mwr_len_i * mwr_count_i;
wire [15:0]     wdma_buf_size = wdma_frame_len_i[15:0];
wire            wdma_rst_o = timeframe_end_i && (wdma_state == 6'h04);
wire [15:0]     wdma_buf_ptr_o = wdma_buf_cnt;
reg         next_wdma_valid;
reg         wdma_stop;
reg [15:0]  cnt_16bit;
wire        cc_timeout_o = cnt_16bit[15];
always @ (posedge clk)
begin
    if (!rst_n) begin
        cnt_16bit = 0;
    end
    else begin
        if (init_rst_i || timeframe_end_i)
            cnt_16bit = 0;
        else if (!cnt_16bit[15] && wdma_state == 6'h04)
            cnt_16bit = cnt_16bit + 1;
    end
end
always @ (posedge clk)
begin
    if (!rst_n) begin
        wdma_state <= 6'h01;
        timeframe_end_prev <= 1'b0;
        wdma_addr_o <= 40'h0;
        wdma_irq_o <= 1'b0;
        wdma_start_o <= 1'b0;
        wdma_buf_cnt <=  16'h0;
        next_wdma_valid <= 1'b0;
        wdma_running_o <= 1'b0;
        wdma_status_o <= 4'b0000;
        wdma_stop <= 1'b0;
    end
    else begin
        if (init_rst_i) begin
            wdma_state <= 6'h01;
            wdma_state_prev <= 6'h01;
            wdma_addr_o <= 40'h0;
            wdma_irq_o <= 1'b0;
            wdma_start_o <= 1'b0;
            wdma_buf_cnt <=  16'h0;
            wdma_running_o <= 1'b0;
            wdma_status_o <= 4'b0000;
            wdma_stop <= 1'b0;
        end
        wdma_state_prev <= wdma_state;
        timeframe_end_prev <= timeframe_end_i;
        if (next_wdma_valid_i)
            next_wdma_valid <= 1'b1;
        else if ((wdma_state == 6'h02 && next_wdma_valid && !wdma_stop)
                        || wdma_state == 6'h20)
            next_wdma_valid <= 1'b0;
        if (wdma_stop_i)
            wdma_stop <= 1'b1;
        else if (wdma_state == 6'h20)
            wdma_stop <= 1'b0;
        case (wdma_state)
            6'h01 : begin
                if (wdma_start_i)
                    wdma_state <= 6'h02;
            end
            6'h02 : begin
                wdma_buf_cnt <= 16'h0;
                if (next_wdma_valid && !wdma_stop) begin
                    wdma_state <= 6'h04;
                    wdma_addr_o <= {next_wdma_up_addr_i, next_wdma_addr_i};
                    wdma_running_o <= 1'b1;
                end
                else begin
                    wdma_state <= 6'h20;
                end
                if ((!next_wdma_valid || wdma_stop) && wdma_state_prev != 6'h10)
                    wdma_irq_o <= 1'b1;
                else
                    wdma_irq_o <= 1'b0;
            end
            6'h04 : begin
                if (cc_timeout_o) begin
                    wdma_state <= 6'h20;
                    wdma_irq_o <= 1'b1;
                end
                else if (timeframe_end_prev) begin
                    wdma_start_o <= 1'b1;
                    wdma_state <= 6'h08;
                end
            end
            6'h08 : begin
                wdma_start_o <= 1'b0;
                if (wdma_done_i) begin
                    wdma_addr_o <= wdma_addr_o + wdma_frame_size;
                    wdma_buf_cnt <=  wdma_buf_cnt + 1;
                    wdma_state <= 6'h10;
                end
            end
            6'h10 : begin
                if (wdma_stop) begin
                    wdma_state <= 6'h20;
                    wdma_irq_o <= 1'b1;
                end
                else if (wdma_buf_cnt == wdma_buf_size) begin
                    wdma_irq_o <= 1'b1;
                    wdma_state <= 6'h02;
                end
                else
                    wdma_state <= 6'h04;
            end
            6'h20 : begin
                wdma_irq_o <= 1'b0;
                wdma_running_o <= 1'b0;
            end
        endcase
        if (wdma_state == 6'h02 && wdma_state_prev == 6'h10 && next_wdma_valid && !wdma_stop)
            wdma_status_o <= 4'b0001;
        else if (wdma_state == 6'h02 && wdma_state_prev == 6'h10 && !next_wdma_valid && !wdma_stop)
            wdma_status_o <= 4'b0011;
        else if (wdma_state == 6'h02 && wdma_state_prev != 6'h10 && !next_wdma_valid && !wdma_stop)
            wdma_status_o <= 4'b0010;
        else if ((wdma_state == 6'h10 || wdma_state == 6'h02) && wdma_stop)
            wdma_status_o <= 4'b0100;
        else if (wdma_state == 6'h04 && cc_timeout_o)
            wdma_status_o <= 4'b1000;
    end
end
endmodule
==> reports/writeup.txt <==
The number of standard-cell rows in the floorplan came out at 69. The synthesized design spends more area on one cell type than any other, namely sky130_fd_sc_hd__fa_1. The dominant synthesized flop cell is sky130_fd_sc_hd__dfxtp_1. Data on the critical path is required at its endpoint by 27.17 ns. The worst setup path is launched from a primary input.

The area enclosed by the die boundary was 0.0376 mm2; the aggregate routed wire length was 30,900 um. Looking at the max-slew report, the worst-margin pin has a slew of 0.968 ns. Entering global routing, the biggest net connects 54 pins.

The detail-routed net length per standard cell came out at 16.1 um. The worst setup timing slack at the placement stage was 13.43 ns; the total power density per cell area was 91.0 mW/mm2. For the worst flop-to-flop path, the logic depth is 8. The post-CTS hold buffer count recorded in the log is 0. The run gives 1 as the number of warning messages in the yosys log.

Among all cell types in the netlist, the one instantiated most often is sky130_fd_sc_hd__nand2_1. The maximum fanout encountered on the critical timing path works out to 16. The Yosys chip area was 0.0110 mm2.

The critical path class is primary input to register. Detailed placement ended at an HPWL of 24,400 um. The floorplan die width was 194 um. The flow ran to the end, and the final reports show no timing, DRC or antenna violations. The routed via count divided by cell count was 5.06.

With the combined buffer and inverter count along the critical path at 6, the tally of max-capacitance violations is 0. The run gives 94 for the register bit count reported by yosys. The number of inserted filler cells in the final layout was 3,676; the biggest cell delay along the critical path was 0.87 ns. The run gives 14,500 um for the total met2 wirelength after detailed routing. The synthesized netlist cell count is 1,337. The total routed wire length on the met1 layer came out at 13,600 um. With the clock net sink count at 94, the global-route total usage across every layer is 17.2%. TritonCTS built the clock tree. TritonCTS created 9 clock buffers. The violation count after the first detailed-routing iteration came out at 502.

Derived from the worst setup path, the maximum achievable clock frequency is 0.0762 GHz. After its last routability iteration, the placer logged a weighted congestion of 0.878. For this design, the slowest cell found on the critical path is sky130_fd_sc_hd__clkdlybuf4s50_1. The report lists the number of cells resized after CTS as 0. The worst max-slew margin expressed relative to the limit was 35.2%. The register share after synthesis is 17.6%, and the core area is 0.0359 mm2.

Leakage power total: 5.66 nW. For the number of global-route vias before repair, the log shows 9,583. Per the GRT congestion report, total overflow comes to 0. Setup repair after global routing left no endpoint under its margin.

The buffer_ports step reported a buffer count of 154. The worst min-delay path startpoint was cnt_16bit[7]. Clock latency on the worst-skew pair, taken at its later pin, is 0.36 ns. For the worst reg-to-reg path, the endpoint reported by OpenROAD is wdma_addr_o[33]. The run gives 30.7% for the share of the core filled by cells before placement.

The run gives 0 for the detailed-route DRC error count. The launch point of the worst register-to-register path is recorded as wdma_state[5]. For the total instance count after detailed placement, the log shows 1,897. For the final instance count without filler cells, the log shows 1,914. Sort of element at the end of the critical path: a register.

Looking at the post-CTS report, the setup buffer insertion count equals 0. By count the netlist is led by sky130_fd_sc_hd__nand2_1, sky130_fd_sc_hd__inv_1, sky130_fd_sc_hd__fa_1, sky130_fd_sc_hd__ha_1, sky130_fd_sc_hd__dfxtp_1. The total placed instance area was 0.0130 mm2. Per the OpenROAD timing report, the critical path contains 31 cells. In this run the layout overhead on the synthesized area is reported as 20.0%. The cell family with the largest share of critical-path delay was adder cells.

The final hold violation count recorded for this run is 0. Looking at the clock tree report, the H-tree level count equals 3. The analysis reports a worst IR drop on VDD of 0.0647 mV.

With the top-area cell type share of the netlist area at 20.1%, the number of distinct standard cells referenced by the synthesized netlist is 76. The critical path starts at mwr_len_i[3]. Once routing completed, OpenROAD measured the worst setup slack at 13.78 ns. The iteration count recorded for the first detailed-route pass is 8. The tools report the capture point of the critical path as wdma_addr_o[39]. The run gives 13.12 ns for the post-layout minimum cycle time. Vias after detailed routing: 9,683. The finished cells cover 0.0132 mm2.

After detailed routing, no signal wire sits above met5. The first global-routing pass estimated 50,700 um of wire. Detailed routing placed a total of 2510 um of wire on met3. With the worst clock skew on the final layout at 0.00718 ns, the clock slew at the register clock pins of the worst setup and hold paths is 0.07 ns. The number of max-slew violations in the final report came out at 0.

The cell sitting at the root of the clock tree is a sky130_fd_sc_hd__clkbuf_16. The main area contributors are sky130_fd_sc_hd__fa_1, sky130_fd_sc_hd__dfxtp_1, sky130_fd_sc_hd__ha_1. Per the Yosys statistics, synthesis produced 1,337 cells. The tools report the initial antenna violation count as 3.

For the final routed database, the setup TNS stands at 0 ns. The tools report the data arrival time at the worst-slack endpoint as 13.39 ns. The last timing report of the flow puts the setup violation total at 0.

The cell area that synthesis handed to floorplanning was 0.0110 mm2. In this run the tools logged warnings totalling 26. Setup slack on the worst reg-to-reg path comes out at 23.67 ns. The utilization of the core after routing is 36.9%, and the number of antenna-violating nets in the routed design is 0. CTS reports a maximum clock tree buffer depth of 2. Fraction of layout instances using a drive strength above 1: 3.24%. The proportion of synthesized flip-flops having asynchronous set or reset is 0%, and the number of ports placed on the die boundary is 155.

The tightest min-delay check is of the register to register type. The final cycle utilization of the critical path was 48.8%; the number of enable-type register cells in the synthesized netlist was 6. A synthesized cell averages 8.25 um2. The vertical die dimension works out to 194 um.
placed cells by master, fill, tap and decap left out, types with 16 or more instances in the layout:
cell type,count
sky130_fd_sc_hd__a21o_1,17
sky130_fd_sc_hd__a21oi_1,81
sky130_fd_sc_hd__and2_1,82
sky130_fd_sc_hd__clkdlybuf4s50_1,153
sky130_fd_sc_hd__dfxtp_1,88
sky130_fd_sc_hd__fa_1,111
sky130_fd_sc_hd__ha_1,90
sky130_fd_sc_hd__inv_1,145
sky130_fd_sc_hd__nand2_1,173
sky130_fd_sc_hd__nand3_1,35
sky130_fd_sc_hd__nor2_1,76
sky130_fd_sc_hd__nor2b_1,19
sky130_fd_sc_hd__nor3_1,16
sky130_fd_sc_hd__o21ai_0,47
sky130_fd_sc_hd__xnor2_1,38
sky130_fd_sc_hd__xor2_1,32
worst register-to-register path, delay by kind of cell (launching register included):
kind	cells	cell delay (ns)
compound gates	2	0.31
simple gates	6	2.23
flops	1	0.59
logic make-up (layout without fill, tap and decap cells):
kind of cell	count (synthesis)	in the layout	synth area share [%]
xor gates and xnor gates	70	70	5.56
muxes	4	4	0.374
DFF	94	94	17.6
AOI/OAI and AO/OA	282	282	17.4
and+or+nand+nor	480	480	21.5
buffers and inverters	206	321	7.14
adders and majority gates	201	201	30.3
other	0	1	0
cell type report:
class | count | area [um2] | area share [%]
multi-input cells | 1037 | 8320 | 62.8
clock inverters | 6 | 53.8 | 0.406
diodes | 1 | 2.50 | 0.0189
well taps | 461 | 577 | 4.35
repair buffers | 160 | 1580 | 11.9
inverters | 145 | 544 | 4.11
clock buffers | 10 | 229 | 1.73
flip-flops and latches | 94 | 1940 | 14.7
flip-flops by register name, summed over array words and instances, names as in the netlist:
signal,cells
wdma_stop,1
wdma_addr_o,40
wdma_state_prev,6
next_wdma_valid,1
wdma_start_o,1
wdma_irq_o,1
wdma_running_o,1
wdma_state,6
wdma_status_o,4
timeframe_end_prev,1
cnt_16bit,16
wdma_buf_cnt,16
metrics by stage:
step	power [mW]	hold WS [ns]
6_report	1.21	0.485
5_1_grt	1.34	0.516
4_1_cts	1.22	0.486
3_5_place_dp	1.08	0.475
3_3_place_gp	1.07	0.466
2_1_floorplan	0.880	0.403
how the worst min path moves through the flow:
stage,to,slack (ns),cells after the start
final,cnt_16bit[7],0.48,2
after global routing,cnt_16bit[14],0.52,2
after CTS,cnt_16bit[7],0.49,2
layer usage:
| metal | vias to the layer above | track usage, % |
|---|---|---|
| li1 | 4766 | - |
| met1 | 4626 | 23.9 |
| met2 | 270 | 27.7 |
| met3 | 17 | 5.55 |
| met4 | 4 | 1.27 |
| met5 | - | 0 |
report_power, final:
group          internal [mW]  switching [mW]
logic                  0.396           0.537
registers              0.142         0.00239
clock network         0.0647          0.0631
total                  0.603           0.602
Power figures rest on the tool's default switching activity, not on a simulated workload.
